File: design.v
module comparison (
	input 	    iClk,
	input [7:0] iNum1,
	input [7:0] iNum2,
	output reg [7:0] oNum_Smaller,
	output reg [7:0] oNum_Greater
);
	always@ (posedge iClk) begin
		if (iNum1 <= iNum2) begin
			oNum_Smaller <=  iNum1;
			oNum_Greater <=  iNum2;
		end
		else begin
			oNum_Smaller <=  iNum2;
			oNum_Greater <=  iNum1;
		end
	end
endmodule
module median_filter_w3x3(
	input 	     iClk,
	input  [7:0] iP11, iP12, iP13,
	input  [7:0] iP21, iP22, iP23,
	input  [7:0] iP31, iP32, iP33,
	output [7:0] oMedianValue
);
wire [7:0] MinRow1, MedianRow1, MaxRow1;
	sorter row1(
		.iClk(iClk),
		.iNumA(iP11), 
		.iNumB(iP12), 
		.iNumC(iP13), 
		.oNumMin(MinRow1), 
		.oNumMedian(MedianRow1), 
		.oNumMax(MaxRow1)
	 );
wire [7:0] MinRow2, MedianRow2, MaxRow2;
	sorter row2(
		.iClk(iClk),
		.iNumA(iP21), 
		.iNumB(iP22), 
		.iNumC(iP23), 
		.oNumMin(MinRow2), 
		.oNumMedian(MedianRow2), 
		.oNumMax(MaxRow2)
	 );
wire [7:0] MinRow3, MedianRow3, MaxRow3;
	sorter row3(
		.iClk(iClk),
		.iNumA(iP31), 
		.iNumB(iP32), 
		.iNumC(iP33), 
		.oNumMin(MinRow3), 
		.oNumMedian(MedianRow3), 
		.oNumMax(MaxRow3)
	 );
wire [7:0] p11, p21, p31;
	sorter col1(
		.iClk(iClk),
		.iNumA(MinRow1), 
		.iNumB(MinRow2), 
		.iNumC(MinRow3), 
		.oNumMin(p31), 
		.oNumMedian(p21), 
		.oNumMax(p11)
	 );
wire [7:0] p12, p22, p32;
	sorter col2(
		.iClk(iClk),
		.iNumA(MedianRow1), 
		.iNumB(MedianRow2), 
		.iNumC(MedianRow3), 
		.oNumMin(p32), 
		.oNumMedian(p22), 
		.oNumMax(p12)
	 );
wire [7:0] p13, p23, p33;
	sorter col3(
		.iClk(iClk),
		.iNumA(MaxRow1), 
		.iNumB(MaxRow2), 
		.iNumC(MaxRow3), 
		.oNumMin(p33), 
		.oNumMedian(p23), 
		.oNumMax(p13)
	 );
sorter result(
		.iClk(iClk),
		.iNumA(p11), 
		.iNumB(p22), 
		.iNumC(p33), 
		.oNumMin(), 
		.oNumMedian(oMedianValue), 
		.oNumMax()
	 );
endmodule 
module sorter (
	input 	     iClk,
	input  [7:0] iNumA,
	input  [7:0] iNumB,
	input  [7:0] iNumC,
	output [7:0] oNumMin,
	output [7:0] oNumMedian,
	output [7:0] oNumMax
);
	wire [7:0] temp1, temp2, temp3;
	comparison CP0(.iClk(iClk),.iNum1(iNumA), .iNum2(iNumB), .oNum_Smaller(temp1), .oNum_Greater(temp2) );
	comparison CP1(.iClk(iClk),.iNum1(temp2), .iNum2(iNumC), .oNum_Smaller(temp3), .oNum_Greater(oNumMax) );
	comparison CP2(.iClk(iClk),.iNum1(temp1), .iNum2(temp3), .oNum_Smaller(oNumMin), .oNum_Greater(oNumMedian) );
endmodule
File: run.sh
#!/bin/bash
# OpenROAD 26Q1-2900-gdf79404cd8, Yosys 0.63+post, stock flow scripts
make -C /OpenROAD-flow-scripts/flow DESIGN_CONFIG=/design/flow/config.mk WORK_HOME=/design/flow/orfs finish
File: config.mk
export PLATFORM = sky130hd
export DESIGN_NAME = median_filter_w3x3
export DESIGN_NICKNAME = median_filter_w3x3
export VERILOG_FILES = /design/flow/design.v
export SDC_FILE = /design/flow/constraint.sdc
export NUM_CORES = 4
export LEC_CHECK = 1
export CORE_UTILIZATION = 40
File: constraint.sdc
current_design median_filter_w3x3

set clk_period 3.8
set clk_io_pct 0.2

create_clock -name clk0 -period $clk_period [get_ports {iClk}]

set non_clock_inputs [all_inputs -no_clocks]
set_input_delay [expr $clk_period * $clk_io_pct] -clock clk0 $non_clock_inputs
set_output_delay [expr $clk_period * $clk_io_pct] -clock clk0 [all_outputs]
==> results.ini <==
[clock_network]
clk_path_buf_depth = 3
clkSinkCount = 256
holdBufCountCts = 0
cts_buffers = 28
cts_max_level = 1
insertion_delay_ps = 540
cts_resized = 0
cts_root_buf = clkbuf_16
clkTransAtPathRegs_ps = 60
post_cts_buffers = 0
cts_tree = built

[floorplanning]
dieWidth_um = 188
pin_count = 81
die_h_um = 188
fp-utilization = 0.408
core_area_um2 = 33700
core.rowCount = 67
fp.dieArea_um2 = 35200

[synthesis]
fa_ha_area_frac = 0.145
syn_area_um2 = 13800
mux_share = 0.138
numSynthFlops = 256
synth_area_per_cell_um2 = 9.76
syn_inst = 1410
simple_gate_area_frac = 0.0828
aoi_share = 0.179
yosys-stat-cells = 1410
seq_area_frac_synth = 0.372
yosysWarnings = 1
yosys_area_um2 = 13800
yosysUniqueCellTypes = 45
ys_top_logic_family = AND-OR/OR-AND gates
xor_area_frac = 0

[drt]
wl_um = 29400
antennaDiodeCount = 0
ant_nets = 0
viasPerCell = 5.17
vias = 10100
drc = 0
dr.first_iter.drc_count = 433
drt_first_pass_iters = 5
routedWlPerCell_um = 15.0

[grt]
antenna_found_initial = 0
grt_max_degree = 19
overflow = 0
grt_pass1_vias = 9549
grt_pass1_wl_um = 48400
grtUsageTotal = 0.174

[critical_path]
reg2regPathDepth = 6
crit_start = col3.CP1.oNum_Smaller[2]$_DFF_P_
start_kind = flop
path_class = reg2reg
rrSetupSlack_ps = 1130
crit_arrival_ps = 3030
worstReg2RegEnd = col3.CP2.oNum_Smaller[0]$_DFF_P_
required_ps = 4170
r2r-start = col3.CP1.oNum_Smaller[2]$_DFF_P_
critPathCaptureType = flop
crit_fanout = 17

[timing]
max_freq_mhz = 375
worst_clock_skew_ps = 18.3
finalMaxSlewViolations = 0
relSlewSlack = 0.489
finalSetupViolations = 0
fin_tns_setup_ps = 0
rsz0062_at_grt = false
whs_ps = 479
min_period_over_period = 0.702
fin_crit_ps = 2670
worstMarginPinSlew_ps = 767
hold_violations = 0

[place]
dp_hpwl_um = 22400
place.gp.congestion = 0.867
port_buffers = 80

[min_path]
whs_path_depth = 1
min_to = col2.CP2.oNum_Greater[2]$_DFF_P_
holdCritPathClass = reg2reg
hold_start = col2.CP1.oNum_Smaller[2]$_DFF_P_

[layout]
layout-drive-gt1-share = 0.180
area_delta_synth_final_pct = 15.5

[run]
cap_violations = 0
tool_warnings = 25

[run_status]
status = finished, final reports clean

[power]
peakVddDrop_v = 0.000505
power.density_nw_per_um2 = 907
p_total_uw = 14400
total_leakage_power_uw = 0.00724

==> through the flow <==
stage / cell area (µm²) / instances / worst slack, ps / utilization
global route: 15900 / 1952 / 880 / 0.472
finish: 15900 / 1952 / 1130 / 0.472
CTS: 15900 / 1952 / 1150 / 0.472
detailed placement: 14900 / 1902 / 772 / 0.441
floorplan: 13800 / 1410 / 1460 / -
global placement: 14900 / 1902 / 788 / 0.441
==> cell type report <==
cell class	instances	area, µm²
tap	448	561
timing repair buffer	87	853
inverter	217	815
clock buffer	34	795
sequential	256	5120
fill	3064	17800
multi-input combinational	894	7510
clock inverter	16	238
==> layer usage <==
layer,vias up,track usage,share of wire
met4,0,0.0507,0.033
met3,51,0.0189,0.039
met5,-,0,0
met1,4596,0.257,0.48
met2,207,0.275,0.45
li1,5246,-,-
==> critical path: stages (launching register included) <==
cell      delay (ps)
dfxtp_1          340
inv_1             60
ha_1             310
nand4_1          520
o21ai_1          740
nor2_1            80
a221oi_1         430
==> where the power goes <==
part / leakage (µW) / internal [µW] / switching [µW] / total (µW)
clock network: 0.000506 / 1880 / 1080 / 2960
logic: 0.00457 / 3180 / 3710 / 6890
registers: 0.00216 / 3750 / 823 / 4570
==> how the worst max path moves through the flow <==
stage / end / slack, ps / cells after the start
final: col3.CP2.oNum_Smaller[0]$_DFF_P_ / 1130 / 6
after global routing: col3.CP2.oNum_Smaller[1]$_DFF_P_ / 880 / 6
after CTS: col3.CP2.oNum_Smaller[1]$_DFF_P_ / 1150 / 6
==> layout by cell type, fill, tap and decap left out, types with 12 or more instances in the layout <==
master	synthesis	layout
nand2_1	61	61
clkdlybuf4s50_1	0	80
nand4_1	27	27
mux2_2	155	155
clkbuf_16	0	29
inv_1	215	215
o21ai_1	12	12
o21ai_0	20	20
nor2_1	91	91
a21oi_1	67	67
nand2b_1	26	26
a221oi_1	80	80
ha_1	160	160
dfxtp_1	256	256
o22ai_1	88	88
==> cell families (layout without fill, tap and decap cells) <==
| logic type | count (synthesis) | after routing |
|---|---|---|
| compound gates | 335 | 335 |
| fa+ha+maj | 160 | 160 |
| buf+inv | 260 | 354 |
| flops | 256 | 256 |
| mux | 166 | 166 |
| simple gates | 233 | 233 |
==> Yosys cell counts (all sizes together) <==
library cell  instances  area, µm²
a211o                 3       26.3
a211oi                1       7.51
a21boi                1       11.3
a21o                  3       22.5
a21oi                77        430
a221oi               88        821
a31oi                 1       21.3
and2b                 1       8.76
and4                 11       96.3
buf                  35        287
clkbuf                8       30.0
dfxtp               256       5120
ha                  160       2000
inv                 217        815
mux2                165       1900
mux2i                 1       10.0
nand2                62        240
nand2b               26        163
nand3                 2       10.0
nand4                29        211
nor2                 91        342
nor2b                11       68.8
o211ai               11       82.6
o21a                  3       22.5
o21ai                40        245
o21ba                 7       70.1
o22ai                96        651
o31ai                 2       15.0
o32ai                 2       36.3
Power and IR drop assume default switching activity.
