==> design/flow/design.v <==
module addr_decoder_last_version(
	input [5:0] iStartRow,
	input [5:0] iStartCol,
	output [12:0] oAddrP11, oAddrP12, oAddrP13,
	output [12:0] oAddrP21, oAddrP22, oAddrP23,
	output [12:0] oAddrP31, oAddrP32, oAddrP33
);
	assign oAddrP11 = ((iStartRow == 6'd0) && (iStartCol < 6'd63))? ((iStartCol+1'b1)*7'd64 + 1'b1) : 
					  ((iStartRow == 6'd0) && (iStartCol == 6'd63))? (( iStartCol-1'b1)*7'd64 + 1'b1) : 
					  ((iStartCol == 6'd0) && (iStartRow < 6'd63))? ((iStartCol+1'b1)*7'd64 + iStartRow + 1'b1):
					  ((iStartCol == 6'd0) && (iStartRow == 6'd63))? 7'd127:
					  ((iStartCol - 1'b1)*7'd64 + iStartRow - 1'b1 ); 
	assign oAddrP12 = (iStartRow == 6'd0)? (iStartCol*7'd64 + 1'b1) :
					  (iStartCol * 7'd64 + iStartRow - 1'b1);
	assign oAddrP13 = ((iStartRow == 6'd0) && (iStartCol == 6'd0))? 13'd65 : 
					  (iStartRow == 6'd0) ? (( iStartCol-1'b1)*7'd64 + 1'b1) : 
					  ((iStartCol == 6'd63) && (iStartRow < 6'd63))? (( iStartCol-1'b1)*7'd64 + 1'b1) :
					  ((iStartCol == 6'd63) && (iStartRow == 6'd63))? ((iStartCol-1'b1)*7'd64 + iStartRow - 1'b1) :
					  ((iStartCol + 1'b1)* 7'd64 + iStartRow - 1'b1 );
	assign oAddrP21 = (iStartCol == 6'd0)? 13'd64 + iStartRow : 
					  ((iStartCol - 1'b1)* 7'd64 + iStartRow  );
	assign oAddrP22 = iStartCol* 7'd64 + iStartRow ;
	assign oAddrP23 = (iStartCol == 6'd63)? (iStartCol - 1'b1)*7'd64 + iStartRow : 
					  ((iStartCol + 1'b1 )* 7'd64 + iStartRow  );
	assign oAddrP31 = ((iStartRow == 6'd0) && (iStartCol == 6'd0))? 13'd65 : 
					  ((iStartCol == 6'd0)? 13'd64 + iStartRow - 1'b1 : 
					  ((iStartCol < 6'd63) && (iStartRow == 6'd63))? (iStartCol+1'b1)*7'd64 + iStartRow - 1'b1 : 
					   ((iStartCol == 6'd63) && (iStartRow == 6'd63))? (iStartCol-1'b1)*7'd64 + iStartRow - 1'b1 :
					  (((iStartCol - 1'b1) * 7'd64) + iStartRow + 1'b1 ));
	assign oAddrP32 = (iStartRow == 6'd63)? (iStartCol)*7'd64 + iStartRow - 1'b1 : 
					  (iStartCol * 7'd64 + iStartRow + 1'b1);
	assign oAddrP33 = ((iStartRow == 6'd63) && (iStartCol == 6'd0))? 13'd126 : 
					  ((iStartRow == 6'd63)? (iStartCol - 1'b1)*7'd64 + iStartRow - 1'b1 : 
					  ((iStartCol == 6'd63) && (iStartRow == 6'd0))? (iStartCol - 1'b1)*7'd64 + iStartRow - 1'b1 :
					  (iStartCol == 6'd63)? (iStartCol - 1'b1)*7'd64 + iStartRow - 1'b1 :
					  ((iStartCol + 1'b1)* 7'd64) + iStartRow + 1'b1 );
endmodule
==> design/flow/run.sh <==
#!/bin/bash
# OpenROAD 26Q1-2900-gdf79404cd8, Yosys 0.63+post, stock flow scripts
make -C /OpenROAD-flow-scripts/flow DESIGN_CONFIG=/design/flow/config.mk WORK_HOME=/design/flow/orfs finish
==> design/flow/config.mk <==
export PLATFORM = sky130hd
export DESIGN_NAME = addr_decoder_last_version
export DESIGN_NICKNAME = addr_decoder_last_version
export VERILOG_FILES = /design/flow/design.v
export SDC_FILE = /design/flow/constraint.sdc
export NUM_CORES = 4
export LEC_CHECK = 1
export CORE_AREA = 10 10 86 86
export DIE_AREA = 0 0 96 96
==> design/flow/constraint.sdc <==
current_design addr_decoder_last_version

set clk_period 3.5
set clk_io_pct 0.2

create_clock -name clk0 -period $clk_period

set non_clock_inputs [all_inputs -no_clocks]
set_input_delay [expr $clk_period * $clk_io_pct] -clock clk0 $non_clock_inputs
set_output_delay [expr $clk_period * $clk_io_pct] -clock clk0 [all_outputs]
==> out/qor_table.md <==
| Metric | Reported | Unit |
|---|---|---|
| Result of the run | finished, violations left | - |
| Failing checks | setup timing | - |
| Relative contribution of combinational cells to total power | 1.000 | - |
| Inserted Diodes | 0 | - |
| Floorplan row count | 27 | - |
| Worst setup EP type | primary output | - |
| Distinct lib cells | 67 | - |
| Router iterations before antenna repair | 5 | - |
| Total vias in the final route | 3884 | - |
| Footprint of the flip-flops and latches | 0 | um^2 |
| Multiplexer share of the synthesized area | 0.0262 | - |
| Violation tally from detailed-route iteration zero | 228 | - |
| Sum of routed wire segments on met1 | 5810 | um |
| GRT overflow | 0 | - |
| Post-cts hold buffer count | 0 | - |
| Worst min-delay path category | input pin to primary output | - |
| Number of global-route vias before repair | 3509 | - |
| Adder-cell share of the synthesized area | 0.0481 | - |
| Yosys synthesis warning count | 0 | - |
| Largest combinational cell category by area | simple AND/OR/NAND/NOR gates | - |
| Fill cells | 228 | - |
| Number of pins with negative max-slew slack in the final report | 0 | - |
| Most Frequent Cell on Critical Path | sky130_fd_sc_hd__buf_4 | - |
| Critical Path Start Type | input pin | - |
| DP Wirelength | 9230 | um |
| Chip Footprint | 9220 | um^2 |
| Start-to-end type of the worst setup path | input pin to primary output | - |
| Smallest setup slack after layout | -0.00321 | ns |
| FFs & Latches | 0 | - |
| Clock Buffer Count | 0 | - |
| Overall die height | 96 | um |
| Average cell area after synthesis | 6.25 | um^2 |
| Critical-path top delay cell | sky130_fd_sc_hd__clkdlybuf4s50_1 | - |
| P_sw | 246 | uW |
| Total setup violations reported at the end of the flow | 1 | - |
| First-pass GRT wire length | 18600 | um |
| Floorplan die width | 96 | um |
| Cells taking the most area after synthesis | sky130_fd_sc_hd__xnor2_1 10%, sky130_fd_sc_hd__buf_4 9.6%, sky130_fd_sc_hd__nor2_1 8.0% | - |
| Area fraction in and, or, nand and nor cells after synthesis | 0.337 | - |
| Crit-path cells | dlygate4sd2_1, buf_6, nand3_2, or2_4, buf_4, buf_4, a21oi_1, xnor2_1, nand2_1, clkdlybuf4s50_1 | - |
| Synth Seq Share | 0 | - |
| Ratio of routed vias to standard cells | 5.69 | - |
| Detail Route met2 WL | 6130 | um |
| Largest vdd supply drop | 0.0943 | mV |
| Final routed DRC violation total | 0 | - |
| Power density cells | 116 | nW/um^2 |
| P_int | 340 | uW |
| Met3 WL | 1420 | um |
| Peak clock frequency supported by timing | 0.285 | GHz |
| Number of I/O port buffers | 125 | - |
| Global router's overall resource usage | 0.251 | - |
| Placed Cells | 652 | - |
| Final critical-path required period | 3.50 | ns |
| Yosys aoi share | 0.272 | - |
| Maximum number of pins on one net before global-route repair | 12 | - |
| Largest area contributor in the synthesized netlist | sky130_fd_sc_hd__xnor2_1 | - |
| Initial antenna violation count | 0 | - |
| Synthesis-to-finish area growth | 116 | % |
| LEAKAGE | 0.00232 | uW |
| Synth Cell Area | 2340 | um^2 |
| Final WL | 13700 | um |
| Cell area reported after detailed placement | 4390 | um^2 |
| Antenna Violating Nets Remaining | 0 | - |
| Share of the synthesized netlist area taken by xor and xnor gates | 0.135 | - |
| Top cell area share | 0.101 | - |
| Setup repair after global routing missed its margin | true | - |
| Yosys synthesis chip area | 2340 | um^2 |
| Final weighted congestion in routability-driven placement | 0.990 | - |
| Reported max-cap violation count | 0 | - |
| Final hold violations | 0 | - |
| Top Ports | 129 | - |
| Critical path data required time | 2.80 | ns |
| Final Non-Filler Cells | 683 | - |
| Relative contribution of sequential cells to total power | 0 | - |
| Area of the core | 5540 | um^2 |
| Place WS | -0.475 | ns |
| Final cell area excluding filler cells | 5060 | um^2 |
| Crit path arrival time | 2.80 | ns |
| OpenROAD warnings | 43 | - |
| Part of the power in the clock network | 0 | - |
| Delay of the slowest cell on the worst path | 0.44 | ns |
| Cell count after synthesis | 375 | - |
| Final core area utilization | 0.914 | - |
| Fraction of layout instances using a drive strength above 1 | 0.429 | - |
| Starting density of the core | 0.423 | - |
| Switching part of the total power | 0.419 | - |
| Worst-path maximum fanout | 11 | - |
| Fraction of the cycle the final worst path needs | 1.00 | - |
| Yosys cell count | 375 | - |
| Top Layer Used | met4 | - |
| Routed WL per cell | 20.1 | um |
-- cells in the mapped netlist (all sizes together) (3+ instances only) --
| cell | count |
|---|---|
| inv | 14 |
| buf | 45 |
| or3 | 7 |
| nor4 | 6 |
| mux2i | 5 |
| nand3 | 13 |
| or3b | 3 |
| o21ai | 20 |
| a211oi | 6 |
| nand2 | 33 |
| or4 | 3 |
| or2 | 5 |
| ha | 9 |
| a21oi | 22 |
| clkbuf | 18 |
| and2 | 6 |
| a221oi | 4 |
| o22ai | 6 |
| nor2 | 50 |
| and3 | 3 |
| a21o | 5 |
| nor3 | 14 |
| xor2 | 9 |
| xnor2 | 27 |
| o2bb2ai | 3 |
| a2111oi | 3 |
| nor2b | 3 |
| a22oi | 3 |
| a31oi | 3 |
-- path summary, 6_finish.rpt --
| kind | slack (ns) | start | cells past startpoint | endpoint |
|---|---|---|---|---|
| setup / recovery | -0.003 | iStartCol[2] | 10 | oAddrP33[6] |
| hold / removal | 1.95 | iStartRow[4] | 2 | oAddrP23[4] |
-- per-stage QoR --
| step | hold slack (ns) | TNS, ns | power (uW) |
|---|---|---|---|
| 2_1_floorplan | 1.47 | 0 | 184 |
| 3_3_place_gp | 2.35 | -19.81 | 509 |
| 3_5_place_dp | 2.33 | -20.63 | 511 |
| 4_1_cts | 2.06 | -0.0415 | 541 |
| 5_1_grt | 1.97 | -0.358 | 625 |
| 6_report | 1.95 | -0.00321 | 586 |
-- critical path, delay by kind of cell --
kind | cells | cell delay, ns
buffers and inverters | 5 | 1.26
and+or+nand+nor | 3 | 0.50
xor gates and xnor gates | 1 | 0.17
AOI/OAI and AO/OA | 1 | 0.16
-- layout make-up --
class,count,area (um^2),share of cell area
Inverter,15,57.6,0.0114
Multi-Input combinational cell,300,2350,0.464
Tap cell,72,90.1,0.0178
Timing Repair Buffer,296,2560,0.507
-- per-layer routing --
metal  GRT usage  vias to the layer above
met5           0                        -
met4      0.0430                        0
met3      0.0425                       37
met2       0.425                      231
met1       0.330                     1852
li1            -                     1764
-- cell usage in the layout (no fill, tap or decap), types with 7 or more instances in the layout --
cell	n
sky130_fd_sc_hd__dlygate4sd2_1	19
sky130_fd_sc_hd__nand3_1	7
sky130_fd_sc_hd__nand2_1	28
sky130_fd_sc_hd__nor2_1	47
sky130_fd_sc_hd__a21oi_1	18
sky130_fd_sc_hd__xor2_1	9
sky130_fd_sc_hd__buf_4	153
sky130_fd_sc_hd__buf_6	17
sky130_fd_sc_hd__clkdlybuf4s50_1	90
sky130_fd_sc_hd__xnor2_1	21
sky130_fd_sc_hd__inv_1	11
sky130_fd_sc_hd__nor3_1	8
sky130_fd_sc_hd__o21ai_0	11
sky130_fd_sc_hd__dlymetal6s2s_1	7
-- power groups by stage --
stage | clock (uW) | combinational [uW] | sequential, uW
4_1_cts | 0 | 541 | 0
5_1_grt | 0 | 625 | 0
6_report | 0 | 586 | 0
-- cells by family (layout without fill, tap and decap cells) --
| family | after synthesis | after routing |
|---|---|---|
| AOI/OAI and AO/OA | 93 | 93 |
| adders and majority gates | 9 | 9 |
| and+or+nand+nor | 152 | 152 |
| buffers and inverters | 78 | 311 |
| muxes | 6 | 6 |
| xor gates and xnor gates | 36 | 36 |
| other | 1 | 4 |
-- repair_timing --
action                     in CTS  in global routing
gates resized                 109                 60
setup endpoints to repair      77                 50
buffers inserted               19                 13
pin swaps                      30                 20
Power and IR drop assume default switching activity.
