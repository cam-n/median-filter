**./constraint.sdc**
```tcl
current_design rank_order

set clk_period 3.9
set clk_io_pct 0.2

create_clock -name clk0 -period $clk_period [get_ports {iClk}]

set non_clock_inputs [all_inputs -no_clocks]
set_input_delay [expr $clk_period * $clk_io_pct] -clock clk0 $non_clock_inputs
set_output_delay [expr $clk_period * $clk_io_pct] -clock clk0 [all_outputs]
```
**./run.sh**
```bash
#!/bin/bash
# OpenROAD 26Q1-2900-gdf79404cd8, Yosys 0.63+post, stock flow scripts
make -C /OpenROAD-flow-scripts/flow DESIGN_CONFIG=/design/flow/config.mk WORK_HOME=/design/flow/orfs finish
```
**./design.v**
```verilog
module comparison (
	input 	    iClk,
	input [7:0] iNum1,
	input [7:0] iNum2,
	output reg [7:0] oNum_Smaller,
	output reg [7:0] oNum_Greater
);
	always@ (posedge iClk) begin
		if (iNum1 <= iNum2) begin
			oNum_Smaller <=  iNum1;
			oNum_Greater <=  iNum2;
		end
		else begin
			oNum_Smaller <=  iNum2;
			oNum_Greater <=  iNum1;
		end
	end
endmodule
module rank_order(
	input iClk,
	input [3:0] iOrder,
	input [7:0] iNum1, iNum2, iNum3,
	input [7:0] iNum4, iNum5, iNum6,
	input [7:0] iNum7, iNum8, iNum9,
	output reg [7:0] oValue
);
	wire [7:0] buffer [0 : 8];
	wire [7:0] A11, A12, A13, A14, A15, A16, A17, A18, A19;
	comparison C11(.iClk(iClk), .iNum1(iNum1), .iNum2(iNum2), .oNum_Smaller(A11), .oNum_Greater(A12) );
	comparison C12(.iClk(iClk), .iNum1(iNum3), .iNum2(iNum4), .oNum_Smaller(A13), .oNum_Greater(A14) );
	comparison C13(.iClk(iClk), .iNum1(iNum5), .iNum2(iNum6), .oNum_Smaller(A15), .oNum_Greater(A16) );
	comparison C14(.iClk(iClk), .iNum1(iNum7), .iNum2(iNum8), .oNum_Smaller(A17), .oNum_Greater(A18) );
	assign A19 = iNum9;
	wire [7:0] A21, A22, A23, A24, A25, A26, A27, A28, A29;
	assign A21 = A11;
	comparison C21(.iClk(iClk), .iNum1(A12), .iNum2(A13), .oNum_Smaller(A22), .oNum_Greater(A23) );
	comparison C22(.iClk(iClk), .iNum1(A14), .iNum2(A15), .oNum_Smaller(A24), .oNum_Greater(A25) );
	comparison C23(.iClk(iClk), .iNum1(A16), .iNum2(A17), .oNum_Smaller(A26), .oNum_Greater(A27) );
	comparison C24(.iClk(iClk), .iNum1(A18), .iNum2(A19), .oNum_Smaller(A28), .oNum_Greater(A29) );
	wire [7:0] A31, A32, A33, A34, A35, A36, A37, A38, A39;
	comparison C31(.iClk(iClk), .iNum1(A21), .iNum2(A22), .oNum_Smaller(A31), .oNum_Greater(A32) );
	comparison C32(.iClk(iClk), .iNum1(A23), .iNum2(A24), .oNum_Smaller(A33), .oNum_Greater(A34) );
	comparison C33(.iClk(iClk), .iNum1(A25), .iNum2(A26), .oNum_Smaller(A35), .oNum_Greater(A36) );
	comparison C34(.iClk(iClk), .iNum1(A27), .iNum2(A28), .oNum_Smaller(A37), .oNum_Greater(A38) );
	assign A39 = A29;
	wire [7:0] A41, A42, A43, A44, A45, A46, A47, A48, A49;
	assign A41 = A31;
	comparison C41(.iClk(iClk), .iNum1(A32), .iNum2(A33), .oNum_Smaller(A42), .oNum_Greater(A43) );
	comparison C42(.iClk(iClk), .iNum1(A34), .iNum2(A35), .oNum_Smaller(A44), .oNum_Greater(A45) );
	comparison C43(.iClk(iClk), .iNum1(A36), .iNum2(A37), .oNum_Smaller(A46), .oNum_Greater(A47) );
	comparison C44(.iClk(iClk), .iNum1(A38), .iNum2(A39), .oNum_Smaller(A48), .oNum_Greater(A49) );
	wire [7:0] A51, A52, A53, A54, A55, A56, A57, A58, A59;
	comparison C51(.iClk(iClk), .iNum1(A41), .iNum2(A42), .oNum_Smaller(A51), .oNum_Greater(A52) );
	comparison C52(.iClk(iClk), .iNum1(A43), .iNum2(A44), .oNum_Smaller(A53), .oNum_Greater(A54) );
	comparison C53(.iClk(iClk), .iNum1(A45), .iNum2(A46), .oNum_Smaller(A55), .oNum_Greater(A56) );
	comparison C54(.iClk(iClk), .iNum1(A47), .iNum2(A48), .oNum_Smaller(A57), .oNum_Greater(A58) );
	assign A59 = A49;
	wire [7:0] A61, A62, A63, A64, A65, A66, A67, A68, A69;
	assign A61 = A51;
	comparison C61(.iClk(iClk), .iNum1(A52), .iNum2(A53), .oNum_Smaller(A62), .oNum_Greater(A63) );
	comparison C62(.iClk(iClk), .iNum1(A54), .iNum2(A55), .oNum_Smaller(A64), .oNum_Greater(A65) );
	comparison C63(.iClk(iClk), .iNum1(A56), .iNum2(A57), .oNum_Smaller(A66), .oNum_Greater(A67) );
	comparison C64(.iClk(iClk), .iNum1(A58), .iNum2(A59), .oNum_Smaller(A68), .oNum_Greater(A69) );
	wire [7:0] A71, A72, A73, A74, A75, A76, A77, A78, A79;
	comparison C71(.iClk(iClk), .iNum1(A61), .iNum2(A62), .oNum_Smaller(A71), .oNum_Greater(A72) );
	comparison C72(.iClk(iClk), .iNum1(A63), .iNum2(A64), .oNum_Smaller(A73), .oNum_Greater(A74) );
	comparison C73(.iClk(iClk), .iNum1(A65), .iNum2(A66), .oNum_Smaller(A75), .oNum_Greater(A76) );
	comparison C74(.iClk(iClk), .iNum1(A67), .iNum2(A68), .oNum_Smaller(A77), .oNum_Greater(A78) );
	assign A79 = A69;
	wire [7:0] A81, A82, A83, A84, A85, A86, A87, A88, A89;
	assign A81 = A71;
	comparison C81(.iClk(iClk), .iNum1(A72), .iNum2(A73), .oNum_Smaller(A82), .oNum_Greater(A83) );
	comparison C82(.iClk(iClk), .iNum1(A74), .iNum2(A75), .oNum_Smaller(A84), .oNum_Greater(A85) );
	comparison C83(.iClk(iClk), .iNum1(A76), .iNum2(A77), .oNum_Smaller(A86), .oNum_Greater(A87) );
	comparison C84(.iClk(iClk), .iNum1(A78), .iNum2(A79), .oNum_Smaller(A88), .oNum_Greater(A89) );
	comparison C91(.iClk(iClk), .iNum1(A81), .iNum2(A82), .oNum_Smaller(buffer[0]), .oNum_Greater(buffer[1]) );
	comparison C92(.iClk(iClk), .iNum1(A83), .iNum2(A84), .oNum_Smaller(buffer[2]), .oNum_Greater(buffer[3]) );
	comparison C93(.iClk(iClk), .iNum1(A85), .iNum2(A86), .oNum_Smaller(buffer[4]), .oNum_Greater(buffer[5]) );
	comparison C94(.iClk(iClk), .iNum1(A87), .iNum2(A88), .oNum_Smaller(buffer[6]), .oNum_Greater(buffer[7]) );
	assign buffer[8] = A89;
	reg [3:0] count = 4'd0;
	always @ (posedge iClk) begin
		count <= count + 1'b1;
		if (count == 4'd10) begin
			oValue <= buffer[iOrder - 1'b1];
			count <= 4'd0;
		end
	end
endmodule
```
**./config.mk**
```make
export PLATFORM = sky130hd
export DESIGN_NAME = rank_order
export DESIGN_NICKNAME = rank_order
export VERILOG_FILES = /design/flow/design.v
export SDC_FILE = /design/flow/constraint.sdc
export NUM_CORES = 4
export LEC_CHECK = 1
export CORE_UTILIZATION = 50
```
==> flow_metrics.tcl <==
# flow metrics
set metrics [dict create \
    clockBufferDepth 3 \
    dp_hpwl_mm 38.9 \
    critPathLaunchType "input port" \
    tightestPinTransition_ns 0.935 \
    vias 15726 \
    status "finished, final reports clean" \
    fin_ws_ns 1.26 \
    relSlewSlack_pct 37.7 \
    row_count 88 \
    drt_iter0_markers 428 \
    initial_core_util_pct 50.8 \
    grt_pass1_wl_mm 84.0 \
    p_per_area_nw_per_um2 1090 \
    routedWlPerCell_microns 15.8 \
    cts_tree "built" \
    fillers 4667 \
    pwr-share-seq_pct 32.1 \
    yosysUniqueCellTypes 28 \
    die_h_microns 245 \
    grt_antenna_before_repair 0 \
    critPathSlowestCell "clkdlybuf4s50_1" \
    die_width_microns 245 \
    clock.fmax_mhz 379 \
    hp-class "reg -> reg" \
    track_usage_pct 17.7 \
    io_pins 85 \
    path_cells "clkdlybuf4s50_1 > inv_1 > ha_1 > a211oi_2 > nor2_1 > o32ai_4 > buf_4 > mux2_2" \
    hold_viol 0 \
    netlist_instances 2228 \
    numPortBuffers 84 \
    leakagePower_uw 0.0153 \
    postCtsSetupBuffers 0 \
    grt_max_degree 18 \
    slew_violations 0 \
    clock_skew_ns 0.0145 \
    clockPowerShare_pct 16.8 \
    ys_seq_share_pct 40.3 \
    setup_tns_ns 0 \
    syn-cell-area_sq_um 29400 \
    p_sw_share_pct 33.3 \
    max_stage_delay_ns 0.51 \
    post_dp_cell_area_sq_um 30500 \
    cp.required_ns 4.40 \
    cts_resized 0 \
    finalSetupViolCount 0 \
    p_sw_uw 11800 \
    routed_wl_mm 49.8 \
    cts_root_buf "clkbuf_16" \
    yosysWarnings 2 \
    grt_pass1_vias 16390 \
    largest_area_cell "dfxtp_1" \
    cts.reportedPaths.clkPinSlew_ns 0.06 \
    grt_overflow_total 0 \
    post-route-min-period_ns 2.64 \
    fin_area_sq_um 32600 \
    crit_fanout 9 \
    lay_top_count "dfxtp_1" \
    ys_area_sq_um 29400 \
    warning_count 26 \
    n_antenna_cell 0 \
    ys_ff 588 \
    clock_sinks 588 \
    htree_levels 2 \
    cp.arrival_ns 3.14 \
    ant_nets 0 \
    area_leaders "dfxtp_1 (39%), mux2_4 (18%), ha_1 (12%), mux2_2 (8.3%), inv_1 (3.7%)" \
    yosys-stat-cells 2228 \
    core_sq_um 57900 \
    synth.top_cell.area_share_pct 39.5 \
    cts-buffers-inserted 61 \
    finalHoldWorstSlack_ns 0.469 \
    crit_type "in -> reg" \
    worstSkewPairLatency_ns 0.61 \
    place_congestion 0.891 \
    power_frac_comb_pct 51.1 \
    cap_violations 0 \
    vias_per_cell 4.99 \
    hold_buffers 0 \
    ir_drop_uv 590 \
    synth_area_per_cell_sq_um 13.2 \
    power.internal_uw 23700 \
    critical_path.endpoint_type "flip-flop" \
    drc 0 \
    area_growth_pct 10.9 \
    dp_slack_ns 0.635 \
    firstDrtPassIters 4 \
    layout_top_cells "dfxtp_1 (580), mux2_4 (360), inv_1 (290), ha_1 (290), mux2_2 (216)" \
    drive_gt1_share_pct 36.5 \
    finalCritPeriodShare_pct 67.7 \
    die_area_sq_um 59800 \
    rsz0062_at_grt "false" \
]
## power groups by stage
stage     logic, uW  registers (uW)  clock network, uW
6_report      18200           11400               5970
5_1_grt       19900           11800               6430
4_1_cts       18400           11500               6160
## cell type report
type                            instances  area, sq um  share of cell area [%]
Inverter                              290         1090                    3.34
Clock inverter                         36          424                    1.30
Multi-Input combinational cell       1308        15700                    48.2
Clock buffer                           77         1700                    5.20
Tap cell                              765          957                    2.93
Sequential cell                       588        11900                    36.3
Timing Repair Buffer                   90          881                    2.70
## layer usage
metal / track usage (%) / up-vias / share of wire (%)
li1: - / 8172 / -
met1: 24.6 / 7309 / 46
met2: 30.2 / 162 / 49
met3: 2.11 / 83 / 2.5
met4: 3.73 / 0 / 2.3
met5: 0 / - / 0
## cell families after synthesis
family / Yosys count / share of synthesized area, %
xor gates and xnor gates: 3 / 0.0893
DFF: 588 / 40.3
muxes: 608 / 27.7
and+or+nand+nor: 166 / 4.00
buffers and inverters: 332 / 6.24
AOI/OAI and AO/OA: 241 / 9.32
adders and majority gates: 290 / 12.3
## cell usage after synthesis
cell / number
clkbuf_2: 1
dfxtp_1: 580
ha_1: 290
inv_1: 290
or3b_2: 1
a211oi_2: 36
and2_1: 1
nand2b_1: 1
mux2_2: 216
o32a_1: 8
nand3b_1: 1
nand2_1: 3
a21oi_2: 36
o211ai_2: 36
mux2i_1: 32
nand4_1: 72
edfxtp_1: 8
mux2_4: 360
nor2_1: 51
o22ai_1: 8
clkbuf_1: 2
o32ai_4: 36
nor2b_4: 36
buf_12: 36
o21ai_0: 37
buf_2: 3
xnor2_1: 3
a21oi_1: 44
## final timing paths
check,start,end,slack [ns],cells after the start
max,iNum9[5],C24.oNum_Greater[7]$_DFF_P_,1.26,8
max reg2reg,C84.oNum_Smaller[5]$_DFF_P_,C94.oNum_Smaller[1]$_DFF_P_,1.44,6
min reg2reg,count[0]$_SDFF_PN0_,count[0]$_SDFF_PN0_,0.47,1
min,count[0]$_SDFF_PN0_,count[0]$_SDFF_PN0_,0.47,1
## worst max-delay path: cells and delay by family
| kind | cells | cell delay [ns] |
|---|---|---|
| AOI/OAI and AO/OA | 2 | 0.74 |
| adders and majority gates | 1 | 0.31 |
| buffers and inverters | 3 | 0.86 |
| muxes | 1 | 0.35 |
| and+or+nand+nor | 1 | 0.10 |
## per-stage QoR
step	total power, uW	utilization, %	instances
6_report	35600	56.3	3154
5_1_grt	38200	56.3	3154
4_1_cts	36100	56.3	3154
3_5_place_dp	29900	52.7	3041
3_3_place_gp	29600	52.7	3041
2_1_floorplan	27900	-	2228
Power figures rest on the tool's default switching activity, not on a simulated workload.
